==> flow/design.v <==
module d_ff_tri(
    input clk,rst,d,
    output reg q
);
    always@(posedge clk)
        begin
            if(rst == 0)
                q<= 1'b1;
            else
                q<=d;
        end
endmodule
module Counter(
    input clk,rst_n,
    output reg [3:0] q
);
    always@(posedge clk or negedge rst_n)
        begin
            if(rst_n == 0)
                q <= 4'b0;
            else
                q <= q + 4'b1;
        end
endmodule
module LessenCounter(
    input clk,rst_n,
    output reg [3:0] q
);
    always@(posedge clk or negedge rst_n)
        begin
            if(rst_n == 0)
                q <= 4'b1001;
            else
                if(q == 4'b0)
                    q <= 4'b1001;
                else
                    q <= q - 4'b1;
        end
endmodule
module LessenCounter_2(
    input clk,rst,
    output reg [3:0] q
);
    always@(posedge clk or posedge rst)
        begin
            if(rst == 1)
                q <= 4'b1001;
            else
                if(q == 4'b0)
                    q <= 4'b1001;
                else
                    q <= q - 4'b1;
        end
endmodule
==> flow/run.sh <==
#!/bin/bash
# OpenROAD 26Q1-2900-gdf79404cd8, Yosys 0.63+post, stock flow scripts
make -C /OpenROAD-flow-scripts/flow DESIGN_CONFIG=/design/flow/config.mk WORK_HOME=/design/flow/orfs finish
==> flow/config.mk <==
export PLATFORM = sky130hd
export DESIGN_NAME = LessenCounter
export DESIGN_NICKNAME = LessenCounter
export VERILOG_FILES = /design/flow/design.v
export SDC_FILE = /design/flow/constraint.sdc
export NUM_CORES = 4
export LEC_CHECK = 1
export CORE_AREA = 10 10 70 70
export DIE_AREA = 0 0 80 80
==> flow/constraint.sdc <==
current_design LessenCounter

set clk_period 1.5
set clk_io_pct 0.2

create_clock -name clk0 -period $clk_period [get_ports {clk}]

set non_clock_inputs [all_inputs -no_clocks]
set_input_delay [expr $clk_period * $clk_io_pct] -clock clk0 $non_clock_inputs
set_output_delay [expr $clk_period * $clk_io_pct] -clock clk0 [all_outputs]
==> flow_metrics.env <==
# implementation run metrics
export IMPL_finalSetupTns_ns=0
export IMPL_grt_max_degree=6
export IMPL_largest_reg_flops=4
export IMPL_crit_required_ns=1.20
export IMPL_cp_end_kind="output port"
export IMPL_antenna_left=0
export IMPL_clk_pin_slew_ns=0.04
export IMPL_avgSynthCellArea_um2=12.2
export IMPL_cts_htree_levels=1
export IMPL_setup_viol=0
export IMPL_wl_um=445
export IMPL_startpoint="q[2]$_DFF_PN0_"
export IMPL_fin_crit_ns=1.44
export IMPL_crit_path_start_kind="flop"
export IMPL_num_antenna_cells=0
export IMPL_synth_largest_area_cell="dfstp_2"
export IMPL_vias=135
export IMPL_initial_core_util_pct=4.98
export IMPL_p_leak_nw=0.120
export IMPL_outcome="completed"
export IMPL_synth_seq_share_pct=60.3
export IMPL_combGateArea_um2=63.8
export IMPL_cp_max_fo=5
export IMPL_drc=0
export IMPL_relSlewSlack_pct=85.6
export IMPL_worstMarginPinSlew_ns=0.214
export IMPL_grt_pass1_wl_um=717
export IMPL_hp_class="input pin to async pin"
export IMPL_powerDensity_nw_per_um2=792
export IMPL_fmaxAchievable_ghz=0.693
export IMPL_slowest_delay_ns=0.50
export IMPL_synth_area_um2=170
export IMPL_fin_cells=70
export IMPL_clock_path_buffers=2
export IMPL_arrival_ns=1.14
export IMPL_hold_buffers=0
export IMPL_ys_warn_count=1
export IMPL_design_area_um2=314
export IMPL_cp_cell_sequence="clkdlybuf4s50_1"
export IMPL_largest_register="q"
export IMPL_top_area_share_pct=30.9
export IMPL_final_hold_viol_count=0
export IMPL_gp_congestion=0.676
export IMPL_antenna_found_initial=0
export IMPL_worstReg2RegStart="q[0]$_DFF_PN1_"
export IMPL_core_area_um2=3420
export IMPL_rsz0062_at_grt="false"
export IMPL_cts_tree="yes"
export IMPL_post_route_period_util_pct=96.2
export IMPL_grt_usage_pct=1.60
export IMPL_drtPass1Iterations=2
export IMPL_rows=21
export IMPL_dieHeight_um=80
export IMPL_insertion_delay_ns=0.24
export IMPL_max_vdd_ir_drop_mv=0.107
export IMPL_dp_cells=65
export IMPL_top_cells_by_area="dfstp_2, dfrtp_1, o21ai_2, nor3_2, or2_4"
export IMPL_yosysUniqueCellTypes=11
export IMPL_ys_area_um2=170
export IMPL_grt_pass1_vias=155
export IMPL_die_area_um2=6400
export IMPL_whs_ns=0.275
export IMPL_synth_seq_cells=4
export IMPL_ys_cells=14
export IMPL_pin_count=6
export IMPL_reg_top3="q: 4 flops"
export IMPL_layout_drive_gt1_share_pct=50.0
export IMPL_via_per_inst=1.93
export IMPL_cts_made_buffers=3
export IMPL_hpwl_um=340
export IMPL_rrSetupSlack_ns=0.55
export IMPL_fill_cells=401
export IMPL_io_buffers=5
export IMPL_overflow=0
export IMPL_regArea_um2=104
export IMPL_area_growth_pct=84.6
export IMPL_cp_slowest_cell="clkdlybuf4s50_1"
export IMPL_critPathTopFamily="buffers and inverters"
export IMPL_dpl_instance_area_um2=278
export IMPL_skew_ns=0.00292
export IMPL_warnings=25
export IMPL_worst_path_buf_inv=1
export IMPL_netlist_instances=14
export IMPL_die_w_um=80
export IMPL_max_cap_violations=0
export IMPL_wl_per_cell_um=6.36
export IMPL_drtIter0Drc=7
export IMPL_cts_sinks=4
export IMPL_path_class="flop to output port"
export IMPL_finalMaxSlewViolations=0
export IMPL_clockRootBuffer="clkbuf_4"
worst register-to-register path: cells and delay by family, from the launching register on:
family / cells / cell delay [ns]
compound gates: 1 / 0.05
buf+inv: 1 / 0.13
flops: 1 / 0.52
simple gates: 1 / 0.12
final cells by class:
type	count	share of cell area [%]
inverter	1	1.20
tap	46	18.3
timing repair buffer	7	19.9
clock buffer	3	7.17
sequential	4	33.1
multi-input combinational	9	20.3
synth_stat cells, drive strengths merged:
cell type,instances
nand2b,1
nand2,1
dfrtp,2
o21ai,3
or2,1
nor3,1
dfstp,2
nor2,1
inv,1
xor2,1
per-layer routing:
layer  track usage [%]  share of wire, %  vias up  wire (um)
met5                 0                 0        -          0
met4             0.528               1.8        0          8
met3              2.84                32        2        143
met2              1.12                21        8         92
met1              1.80                45       57        200
li1                  -                 -       68          -
placed cells by master (no fill, tap or decap), types with 2 or more instances in the layout:
master           Yosys  layout
dfstp_2              2       2
buf_4                0       2
o21ai_2              2       2
clkbuf_4             0       3
clkdlybuf4s50_1      0       3
dlygate4sd2_1        0       2
per-stage QoR:
| stage | utilization, % | total power [mW] | worst slack, ns |
|---|---|---|---|
| detailed placement | 8.13 | 0.115 | 0.144 |
| finish | 9.19 | 0.249 | 0.0566 |
| global route | 9.19 | 0.264 | 0.0190 |
| global placement | 8.13 | 0.114 | 0.138 |
| CTS | 9.16 | 0.256 | 0.0253 |
| floorplan | - | 0.110 | 0.663 |
logic make-up (layout without fill, tap and decap cells):
kind of cell    count (synthesis)  count (layout)  synth area share, %
xor+xnor                        1               1                 5.15
buf+inv                         1              11                 2.20
flops                           4               4                 60.3
simple gates                    5               5                 19.1
compound gates                  3               3                 13.2
report_power, final:
group | internal, mW | switching (mW)
logic | 0.00232 | 0.00217
registers | 0.109 | 0
clock network | 0.0896 | 0.0460
path summary, 6_finish.rpt:
kind,to,cells after the start
max in group asynchronous,q[3]$_DFF_PN1_,1
min in group clk0,q[1]$_DFF_PN0_,2
max,q[2],1
min reg2reg,q[1]$_DFF_PN0_,2
min,q[1]$_DFF_PN0_,1
max reg2reg,q[2]$_DFF_PN0_,3
what timing repair did:
action / CTS / global route
endpoints found under the setup margin: 2 / 1
cloned: 0 / 0
hold endpoints to repair: 0 / 0
setup buffers: 2 / 0
resized: 2 / 1
No activity file was given, so power comes from the tool's default toggle rates.
